File: design/flow/design.v
module ff_enr #(parameter WIDTH = 32)
(
    input clk,
    input rst_n,
    input en,
    input logic [WIDTH-1:0] d,
    output logic [WIDTH-1:0] q
);
    logic [WIDTH-1:0] q_reg;
    always_ff @(posedge clk or negedge rst_n) begin
        if(!rst_n)
            q_reg <= '0;
        else if(en)
            q_reg <= d;
    end
    assign q = q_reg;
endmodule
File: design/flow/config.mk
export PLATFORM = sky130hd
export DESIGN_NAME = ff_enr
export DESIGN_NICKNAME = ff_enr
export VERILOG_FILES = /design/flow/design.v
export SDC_FILE = /design/flow/constraint.sdc
export NUM_CORES = 4
export LEC_CHECK = 1
export CORE_AREA = 10 10 94 94
export DIE_AREA = 0 0 104 104
export SYNTH_HDL_FRONTEND = slang
File: design/flow/run.sh
#!/bin/bash
# OpenROAD 26Q1-2900-gdf79404cd8, Yosys 0.63+post, stock flow scripts
make -C /OpenROAD-flow-scripts/flow DESIGN_CONFIG=/design/flow/config.mk WORK_HOME=/design/flow/orfs finish
File: design/flow/constraint.sdc
current_design ff_enr

set clk_period 1.0
set clk_io_pct 0.2

create_clock -name clk0 -period $clk_period [get_ports {clk}]

set non_clock_inputs [all_inputs -no_clocks]
set_input_delay [expr $clk_period * $clk_io_pct] -clock clk0 $non_clock_inputs
set_output_delay [expr $clk_period * $clk_io_pct] -clock clk0 [all_outputs]
==> out/results.tsv <==
metric	value	unit
tool_warnings	27	
dr.first_iter.drc_count	9	
cp_top_family	flip-flops	
remaining_drc_errors	0	
grt_usage	6.45	%
netlist_instances	68	
die_area	0.0108	sq mm
clock_power_share	33.8	%
first_global_vias	981	
ys_seq_share	59.5	%
skew	0	ns
max-vdd-ir-drop	688	uV
design_area	0.00212	sq mm
core_area	0.00683	sq mm
endpoint_kind	output port	
dp.cells	232	
p_switching	0.669	mW
synthDistinctLibCells	5	
fmax	1.02	GHz
yosysCellCount	68	
syn2layout_area_growth	57.6	%
grt_first_pass_wirelength	5.64	mm
placed_area	0.00212	sq mm
cts_made_buffers	5	
yosysWarnings	0	
ys_ff	32	
cp-start-kind	flop	
crit_arrival	0.78	ns
report.final.slew_viol_count	0	
reg2reg_from	q[10]	
nFillCells	725	
clock-root-buffer	clkbuf_8	
rsz0062_at_grt	true	
worst_pin_slew	0.221	ns
layout_min_cycle_time	0.984	ns
die_h	104	um
initCoreUtil	19.7	%
p_leak	1.02	nW
tns	0	ns
hold-worst-slack	0.302	ns
clk_path_buf_depth	2	
hold_path.class	input port to asynchronous set/reset pin	
io_pins	67	
num_antenna_cells	0	
wl_per_cell	14.0	um
clock_sinks	32	
crit_chain	buf_2	
first_pass_iters	4	
yosys_area	0.00135	sq mm
post_drt_via_cell_ratio	3.47	
cp_data_required_time	0.80	ns
p_sw_share	21.2	%
fin_total_pwr	3.16	mW
synth.avg_cell_area	19.8	sq um
path_buffers	1	
finalHoldViolCount	0	
layoutNonFillerInstCount	247	
r2r_slack	0.13	ns
power_frac_comb	19.1	%
cp_max_fo	2	
slowest_delay	0.39	ns
vias	857	
crit_slowest_cell	dfrtp_1	
place_congestion	0.654	
grt_max_degree	27	
slew_headroom	85.3	%
num_rows	30	
path_class	flop to output port	
antenna_found_initial	0	
drtAntennaViolNets	0	
setup_viol	0	
grt-ovfl-total	0	
reg2regPathDepth	2	
synthesis.area	0.00135	sq mm
layout-drive-gt1-share	57.0	%
clkTransAtPathRegs	0.07	ns
reg2reg_to	q[10]	
htreeDepth	2	
portBuffers	66	
wl	3.47	mm
power_density	1490	mW/mm^2
power_frac_seq	47.1	%
largest_register_ffs	32	
period_used_share	98.4	%
clock_latency	0.27	ns
internal_power	2.49	mW
maxCapViolCount	0	
fp.dieW	104	um
holdBufCountCts	0	
status	complete, no violations	
cts_tree	built	
## through the flow
stage / setup slack, ns / util (%)
floorplan: 0.133 / -
global placement: -0.0190 / 31.0
detailed placement: -0.0170 / 31.0
CTS: -0.00415 / 30.9
global route: -0.0250 / 31.0
finish: 0.0159 / 31.0
## worst max-delay path by stage
stage | startpoint | endpoint | slack (ns) | cells after the start
4_1_cts | q[15] | q[15] | -0.004 | 1
5_1_grt | q[31] | q[31] | -0.03 | 1
6_report | q[15] | q[15] | 0.02 | 1
## cell families (layout without fill, tap and decap cells)
group	after synthesis	in the layout	synth area share, %
multiplexers	32	32	35.2
flip-flops	32	32	59.5
buffers and inverters	4	87	5.30
## Yosys cell counts (all sizes together)
master  count  share of area [%]
dfrtp      32                 60
mux2       32                 35
buf         4                5.3
## layout by cell type (no fill, tap or decap)
cell	Yosys	final
buf_12	3	2
buf_2	0	33
dfrtp_1	32	32
mux2_2	2	2
buf_6	1	1
clkbuf_8	0	7
mux2_4	30	30
buf_4	0	11
clkdlybuf4s50_1	0	33
## final cells by class
cell class                 count  area, sq um  area share, %
tap                           96          120           5.67
timing repair buffer          80          629           29.7
multi-input combinational     32          473           22.3
clock buffer                   7         96.3           4.55
sequential                    32          801           37.8
## routing by layer
layer / wire length, um / up-vias / global-route usage [%]
met1: 1740 / 404 / 9.52
li1: - / 400 / -
met2: 1270 / 50 / 8.20
met4: 14 / 0 / 0.497
met3: 438 / 3 / 3.76
met5: 0 / - / 0
## power groups by stage
stage | Combinational (mW) | Sequential, mW | Clock (mW)
4_1_cts | 0.612 | 1.49 | 1.15
5_1_grt | 0.662 | 1.50 | 1.19
6_report | 0.603 | 1.49 | 1.07
## worst reg2reg max path, delay by kind of cell (launching register included)
kind | cells | cell delay [ns]
buffers and inverters | 1 | 0.13
flip-flops | 1 | 0.38
multiplexers | 1 | 0.25
## repair_timing
item / 4_1_cts / 5_1_grt
resized: 98 / 1
hold endpoints to repair: 0 / 0
endpoints found under the setup margin: 32 / 27
setup buffers: 7 / 2
No activity file was given, so power comes from the tool's default toggle rates.
